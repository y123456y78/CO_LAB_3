==> ./design.v <==
module ALU(
    src1_i,
	src2_i,
	ctrl_i,
	result_o,
	zero_o
	);
input  [32-1:0]  src1_i;
input  [32-1:0]	 src2_i;
input  [4-1:0]   ctrl_i;
output [32-1:0]	 result_o;
output           zero_o;
reg    [32-1:0]  result_o;
wire             zero_o;
always@(*)
  case(ctrl_i)
     4'b0000 : result_o <= src1_i&src2_i;
     4'b0001 : result_o <= src1_i|src2_i;
     4'b0010 : result_o <= src1_i+src2_i;
     4'b0110 : result_o <= src1_i-src2_i;
     4'b0111 : result_o <= (src1_i < src2_i)?1:0;
     default: result_o <= 0;
  endcase
assign zero_o = (result_o == 0);
endmodule
==> ./run.sh <==
#!/bin/bash
# OpenROAD 26Q1-2900-gdf79404cd8, Yosys 0.63+post, stock flow scripts
make -C /OpenROAD-flow-scripts/flow DESIGN_CONFIG=/design/flow/config.mk WORK_HOME=/design/flow/orfs finish
==> ./config.mk <==
export PLATFORM = sky130hd
export DESIGN_NAME = ALU
export DESIGN_NICKNAME = ALU
export VERILOG_FILES = /design/flow/design.v
export SDC_FILE = /design/flow/constraint.sdc
export NUM_CORES = 4
export LEC_CHECK = 1
export CORE_UTILIZATION = 30
==> ./constraint.sdc <==
current_design ALU

set clk_period 18.9
set clk_io_pct 0.2

create_clock -name clk0 -period $clk_period

set non_clock_inputs [all_inputs -no_clocks]
set_input_delay [expr $clk_period * $clk_io_pct] -clock clk0 $non_clock_inputs
set_output_delay [expr $clk_period * $clk_io_pct] -clock clk0 [all_outputs]
==> results.ini <==
[setup_path]
worst-path-max-fanout=13
end_kind=output port
cp.required_ns=15.12
worstPathArrival_ns=8.78
startpoint=src1_i[11]
critPathLaunchType=primary input
crit_type=primary input to output port

[route]
wl_per_cell_um=18.1
drtIter0Drc=706
antenna_left=0
routed_via_density=5.70
vias=6287
drt_first_pass_iters=5
wl_mm=20.0
remaining_drc_errors=0
antenna_cells=0

[placed_design]
place.gp.congestion=1.03
hpwl_mm=16.2
numPortBuffers=101
placed_area_um2=6580

[global_routing]
grt_first_pass_wirelength_mm=31.6
grt_max_degree=40
overflow=0
grt_usage_pct=21.6
antenna_found_initial=0
grt_pass1_vias=5882

[final_timing]
fmax_mhz=79.6
finalSetupTns_ns=0
rsz0062_at_grt=no
finalHoldViolations=0
report.final.slew_viol_count=0
fin_crit_sh_pct=66.5
min_period_ns=12.56
setup_viol=0
relSlewSlack_pct=45.3
worstMarginPinSlew_ns=0.810

[run_status]
status=finished clean

[logic_synthesis]
top_cells_by_area=ha_1 (23%), inv_1 (6.7%), a21oi_1 (6.3%), nor2_1 (4.1%), o21ai_0 (4.1%)
ys_area_um2=5520
ys_types=88
ys.warnings.count=1
avgSynthCellArea_um2=6.80
synth_seq_share_pct=0
yosysCellCount=812
synthCells=812
synth_top_area_share_pct=23.1
synth_top_cell_by_area=ha_1
syn_area_um2=5520

[clock_network]
cts_setup_buffers=0
cts_resized=0
cts_hold_buffers=0

[power_and_ir_drop]
internal_power_mw=0.0786
p_seq_share_pct=0
comb_power_share_pct=100.0
p_leak_nw=2.86
pwr-share-clk_pct=0
power.switching_mw=0.109
powerDensity_nw_per_um2=28.5
vdd_drop_max_uv=13.5
p_sw_share_pct=58.1

[floorplanning]
initial_core_util_pct=30.6
die_x_um=138
die_area_um2=19000
core_area_um2=18000
io_pins=101
die_h_um=138
core.rowCount=49

[layout]
seq_area_um2=0
final_util_pct=36.5
finalInstanceArea_um2=6580
syn_to_final_growth_pct=19.1
fillers=1944
drive_above_1_share_pct=4.12
final_cell_mix=ha_1 (102), clkdlybuf4s50_1 (101), inv_1 (99)
seq_cells=0
mostFrequentLayoutCell=ha_1
clkbuf_count=0

[worst_hold_path]
hold_start=src1_i[31]
hp-class=primary input to output port

[run]
drv_cap=0
warning_count=102

-- cells by family after synthesis --
family,after synthesis,share of synthesized area (%)
xor gates and xnor gates,13,2.06
adders and majority gates,104,23.8
AOI/OAI and AO/OA,297,37.4
and+or+nand+nor,238,22.1
muxes,12,2.24
buffers and inverters,148,12.4
-- worst max-delay path: stages --
cell and delay, ns:
clkdlybuf4s50_1 0.53, inv_1 0.06, ha_1 0.56, and4_1 0.33, nand4_1 0.12, a21oi_1 0.35, o311ai_1 0.24, and2_1 0.23
o41ai_1 0.72, a221oi_2 0.13, mux2i_1 0.18, a2111oi_0 0.39, or4b_1 0.49, nor4_2 0.14, clkdlybuf4s50_1 0.50
-- metal layers --
layer,GRT usage [%],routed length [um]
met1,32.0,9350
met5,0,0
met3,1.99,1460
met2,32.7,8470
met4,6.76,726
-- through the flow --
step,cells,total power [mW],hold WS [ns],setup WS [ns]
2_1_floorplan,812,0.120,7.68,8.19
3_3_place_gp,1103,0.185,8.80,6.44
3_5_place_dp,1103,0.184,8.80,6.42
4_1_cts,1103,0.185,8.80,6.40
5_1_grt,1103,0.206,8.83,6.02
6_report,1103,0.188,8.78,6.34
-- cell usage after synthesis, types with 5 or more instances --
master and count:
xnor2_1 12, buf_2 12, nor2_1 60, clkbuf_1 17
ha_1 102, o31a_1 6, o21bai_1 9, or3_1 8
a221oi_1 6, nor3_1 27, o21a_1 8, nor4_1 12
buf_6 8, o22ai_1 13, a31oi_1 10, inv_1 99
o21ai_0 45, o21ai_1 5, a211oi_1 17, o31ai_1 13
nand2b_1 6, nand2_1 55, nand3_1 18, nand4_1 11
a211o_1 6, nor2b_1 9, a21oi_1 69, mux2i_1 9
a21o_1 12, o211ai_1 20
-- path summary, 6_finish.rpt --
path,slack [ns],to,cells past startpoint
worst max-delay path,6.34,zero_o,15
worst min-delay path,8.78,result_o[0],4
-- power by group through the flow --
stage	logic [mW]	registers (mW)	clock network (mW)
final	0.188	0	0
after global routing	0.206	0	0
after CTS	0.185	0	0
-- final cells by class --
type / instances / area [um2] / share of cell area, %
Inverter: 101 / 379 / 5.76
Multi-Input combinational cell: 664 / 4840 / 73.6
Tap cell: 229 / 287 / 4.36
Timing Repair Buffer: 109 / 1070 / 16.3
Power figures rest on the tool's default switching activity, not on a simulated workload.
