File: design/flow/design.v
module Data_Memory
(
	clk_i,
	addr_i,
	data_i,
	MemRead_i,
	MemWrite_i,
	data_o
);
input				clk_i;
input	[31:0]		addr_i;
input	[31:0]		data_i;
input				MemRead_i;
input				MemWrite_i;
output	[31:0] 		data_o;
reg		[31:0]		data_o;
reg		[7:0]		Mem 			[0:127];	 
integer				i;
wire	[31:0]		memory			[0:31];
assign  memory[0] = {Mem[3], Mem[2], Mem[1], Mem[0]};
assign  memory[1] = {Mem[7], Mem[6], Mem[5], Mem[4]};
assign  memory[2] = {Mem[11], Mem[10], Mem[9], Mem[8]};
assign  memory[3] = {Mem[15], Mem[14], Mem[13], Mem[12]};
assign  memory[4] = {Mem[19], Mem[18], Mem[17], Mem[16]};
assign  memory[5] = {Mem[23], Mem[22], Mem[21], Mem[20]};
assign  memory[6] = {Mem[27], Mem[26], Mem[25], Mem[24]};
assign  memory[7] = {Mem[31], Mem[30], Mem[29], Mem[28]};
assign  memory[8] = {Mem[35], Mem[34], Mem[33], Mem[32]};
assign  memory[9] = {Mem[39], Mem[38], Mem[37], Mem[36]};
assign  memory[10] = {Mem[43], Mem[42], Mem[41], Mem[40]};
assign  memory[11] = {Mem[47], Mem[46], Mem[45], Mem[44]};
assign  memory[12] = {Mem[51], Mem[50], Mem[49], Mem[48]};
assign  memory[13] = {Mem[55], Mem[54], Mem[53], Mem[52]};
assign  memory[14] = {Mem[59], Mem[58], Mem[57], Mem[56]};
assign  memory[15] = {Mem[63], Mem[62], Mem[61], Mem[60]};
assign  memory[16] = {Mem[67], Mem[66], Mem[65], Mem[64]};
assign  memory[17] = {Mem[71], Mem[70], Mem[69], Mem[68]};
assign  memory[18] = {Mem[75], Mem[74], Mem[73], Mem[72]};
assign  memory[19] = {Mem[79], Mem[78], Mem[77], Mem[76]};
assign  memory[20] = {Mem[83], Mem[82], Mem[81], Mem[80]};
assign  memory[21] = {Mem[87], Mem[86], Mem[85], Mem[84]};
assign  memory[22] = {Mem[91], Mem[90], Mem[89], Mem[88]};
assign  memory[23] = {Mem[95], Mem[94], Mem[93], Mem[92]};
assign  memory[24] = {Mem[99], Mem[98], Mem[97], Mem[96]};
assign  memory[25] = {Mem[103], Mem[102], Mem[101], Mem[100]};
assign  memory[26] = {Mem[107], Mem[106], Mem[105], Mem[104]};
assign  memory[27] = {Mem[111], Mem[110], Mem[109], Mem[108]};
assign  memory[28] = {Mem[115], Mem[114], Mem[113], Mem[112]};
assign  memory[29] = {Mem[119], Mem[118], Mem[117], Mem[116]};
assign  memory[30] = {Mem[123], Mem[122], Mem[121], Mem[120]};
assign  memory[31] = {Mem[127], Mem[126], Mem[125], Mem[124]};
initial begin
	for(i=0; i<128; i=i+1)
		Mem[i] = 8'b0;
end 
always@(posedge clk_i) begin
    if(MemWrite_i) begin
		Mem[addr_i+3] <= data_i[31:24];
		Mem[addr_i+2] <= data_i[23:16];
		Mem[addr_i+1] <= data_i[15:8];
		Mem[addr_i]   <= data_i[7:0];
	end
end
always@(addr_i or MemRead_i) begin
	if(MemRead_i)
		data_o = {Mem[addr_i+3], Mem[addr_i+2], Mem[addr_i+1], Mem[addr_i]};
end
endmodule
File: design/flow/run.sh
#!/bin/bash
# OpenROAD 26Q1-2900-gdf79404cd8, Yosys 0.63+post, stock flow scripts
make -C /OpenROAD-flow-scripts/flow DESIGN_CONFIG=/design/flow/config.mk WORK_HOME=/design/flow/orfs finish
File: design/flow/config.mk
export PLATFORM = sky130hd
export DESIGN_NAME = Data_Memory
export DESIGN_NICKNAME = Data_Memory
export VERILOG_FILES = /design/flow/design.v
export SDC_FILE = /design/flow/constraint.sdc
export NUM_CORES = 4
export LEC_CHECK = 1
export CORE_UTILIZATION = 30
File: design/flow/constraint.sdc
current_design Data_Memory

set clk_period 13.0
set clk_io_pct 0.2

create_clock -name clk0 -period $clk_period [get_ports {clk_i}]

set non_clock_inputs [all_inputs -no_clocks]
set_input_delay [expr $clk_period * $clk_io_pct] -clock clk0 $non_clock_inputs
set_output_delay [expr $clk_period * $clk_io_pct] -clock clk0 [all_outputs]
==> flow_summary.yaml <==
# physical design summary
worst_setup_path:
  path_buffers: 5
  cp_cell_sequence: "buf_8 -> inv_2 -> ha_2 -> buf_4 -> and2_2 -> buf_4 -> nand3_2 -> buf_4 -> o211ai_1"
  critPathTopFamily: "buffers and inverters"
  path_common_cell: "buf_4"
  critical_path_arrival_ns: 8.64
  end_kind: "flip-flop"
  setup.worst_path.class: "input pin to flip-flop"
  critPathMaxFanout: 41
  critPathLaunchType: "input pin"
  slowest_delay_ns: 0.98
  required_ns: 13.47
  critPathSlowestCell: "ha_2"
run_status:
  outcome: "completed"
cts:
  numCtsBuffers: 146
  cts_buffer_depth: 4
  cts-resized-gates: 0
  ctsHoldBuffers: 0
  ctsHtreeMaxLevel: 4
  cts_setup_buffers: 0
  clkTransAtPathRegs_ns: 0.06
  cts_root_buf: "clkbuf_16"
  cts_tree: "built"
yosys:
  top_cells_by_area: "edfxtp_1, mux4_2, mux2i_1, mux2_2, a21o_1"
  netlist.area_leader.share: 0.302
  synth_area_sq_um: 102000
  ys_types: 81
  yosys_area_sq_um: 102000
  ys.flops: 1056
  synthArstFlopShare: 0
  top_area_cell: "edfxtp_1"
  syn_inst: 9411
  avgSynthCellArea_sq_um: 10.8
  yosys_cells: 9411
  synthTopCellsByCount: "mux2i_1, mux4_2, edfxtp_1"
  edf_count: 1024
  ff_type: "edfxtp_1"
  top_cell: "mux2i_1"
  yosysWarnings: 1
route:
  vias: 95425
  drt_pass1_iterations: 10
  ant_nets: 0
  wl_met3_um: 118000
  wl_met2_um: 239000
  dr.first_iter.drc_count: 12140
  wl_per_cell_um: 44.2
  via_per_inst: 7.01
  top_layer: "met5"
  drt-total-wl_um: 602000
  post-route-drc-count: 0
  wl_met1_um: 185000
sta:
  rsz0062_at_grt: "no"
  setup-tns-final_ns: 0
  finalHoldViolCount: 0
  worstMarginPinSlew_ns: 1.22
  max_freq_mhz: 122
  setup_viol: 0
  fin_crit_ns: 8.18
  period_used_share: 0.629
  report.final.slew_viol_count: 0
  unconstrained_endpoints: 64
  max-slew-margin-rel: 0.161
  unclocked_regs: 32
finish:
  nFillCells: 32886
  drive_above_1_share: 0.271
  fin_util: 0.332
  area_growth_pct: 9.97
global_routing:
  grt_max_degree: 131
  grt_pass1_vias: 89972
  grt_pass1_wl_um: 799000
  antenna_found_initial: 75
  grt_usage: 0.362
  overflow: 0
floorplanning:
  die_height_um: 584
  die_x_um: 584
  rows: 213
  fp-utilization: 0.302
  die-area_sq_um: 341000
  io_pins: 99
  core_sq_um: 337000
placement:
  hpwlAfterDp_um: 398000
  globalplace.congestion: 1.12
  io_buffers: 73
pwr:
  fin_total_pwr_mw: 11.0
  power_per_cell_area_nw_per_um2: 98.4
  p_leak_nw: 38.8
  vdd_ir_drop_max_uv: 107
flow_run:
  drv_cap: 0
  warnings: 67
min_path:
  hp-class: "input pin to flip-flop"
through the flow:
stage                     instance area [sq um]  worst slack [ns]  hold slack (ns)  instances
after floorplan                          102000              6.26             3.09       9411
after global placement                   107000              4.59             3.14      13287
after detailed placement                 107000              4.57             3.15      13287
after CTS                                112000              5.39             2.23      13535
after global routing                     112000              5.25             2.27      13563
final                                    112000              4.82             2.24      13608
registers in the layout (all words and copies together), names as in the netlist:
name,count
data_o,32
Mem,1024
path summary, 6_finish.rpt:
check                 startpoint          end  slack (ns)  cells past startpoint
worst min-delay path   data_i[6]  Mem[104][6]        2.24                      3
worst max-delay path   addr_i[0]   Mem[76][4]        4.82                      9
power by group:
part           total [mW]  internal (mW)  switching [mW]
clock network        4.06           2.35            1.71
logic                3.12          0.995            2.13
registers            3.83           3.73          0.0950
metal layers:
layer | GRT usage | vias up
li1 | - | 36507
met3 | 0.288 | 2453
met2 | 0.470 | 9626
met1 | 0.384 | 46727
met5 | 0.0873 | -
met4 | 0.262 | 112
cell type report:
cell class / instances / area [sq um] / area share
antenna: 72 / 180 / 0.00161
clock buffer: 171 / 3770 / 0.0337
clock inverter: 77 / 797 / 0.00712
inverter: 6 / 32.5 / 0.000291
multi-input combinational: 7196 / 66000 / 0.590
sequential: 1056 / 31200 / 0.279
tap: 4515 / 5650 / 0.0505
timing repair buffer: 515 / 4170 / 0.0373
worst min-delay path: stages:
cell and delay [ns]:
buf_6 0.19, nand2_1 0.09, o21ai_0 0.07
cells in the final DEF (no fill, tap or decap), drive strengths merged, types with 53 or more instances in the layout:
cell type	synthesis	final
edfxtp	1024	1024
mux4	1031	1031
a21o	512	512
clkinv	1	53
a21oi	575	575
nor2	438	438
or4	82	82
nor3	63	63
o21ai	595	595
clkbuf	755	171
diode	0	72
nand3	159	159
mux2i	1233	1233
nand2	1002	1002
o22ai	613	613
buf	398	482
mux2	522	522
logic make-up (layout without fill, tap and decap cells):
| group | count (synthesis) | in the layout | synth area share |
|---|---|---|---|
| other | 0 | 72 | 0 |
| XOR/XNOR | 15 | 15 | 0.00159 |
| flip-flops | 1024 | 1024 | 0.302 |
| buffers and inverters | 1159 | 769 | 0.0479 |
| multiplexers | 2786 | 2786 | 0.407 |
| AND-OR/OR-AND | 2502 | 2502 | 0.150 |
| AND/OR/NAND/NOR | 1886 | 1886 | 0.0853 |
| latches | 32 | 32 | 0.00472 |
| adder cells (fa/ha/maj) | 7 | 7 | 0.000861 |
No activity file was given, so power comes from the tool's default toggle rates.
