==> flow/design.v <==
module Adder(
    src1_i,
	src2_i,
	sum_o
	);
input  [32-1:0]  src1_i;
input  [32-1:0]	 src2_i;
output [32-1:0]	 sum_o;
wire    [32-1:0]	 sum_o;
assign sum_o = src1_i + src2_i;
endmodule
==> flow/run.sh <==
#!/bin/bash
# OpenROAD 26Q1-2900-gdf79404cd8, Yosys 0.63+post, stock flow scripts
make -C /OpenROAD-flow-scripts/flow DESIGN_CONFIG=/design/flow/config.mk WORK_HOME=/design/flow/orfs finish
==> flow/config.mk <==
export PLATFORM = sky130hd
export DESIGN_NAME = Adder
export DESIGN_NICKNAME = Adder
export VERILOG_FILES = /design/flow/design.v
export SDC_FILE = /design/flow/constraint.sdc
export NUM_CORES = 4
export LEC_CHECK = 1
export CORE_AREA = 10 10 85 85
export DIE_AREA = 0 0 95 95
==> flow/constraint.sdc <==
current_design Adder

set clk_period 24.1
set clk_io_pct 0.2

create_clock -name clk0 -period $clk_period

set non_clock_inputs [all_inputs -no_clocks]
set_input_delay [expr $clk_period * $clk_io_pct] -clock clk0 $non_clock_inputs
set_output_delay [expr $clk_period * $clk_io_pct] -clock clk0 [all_outputs]
==> impl_metrics.ini <==
; physical design summary
[status]
outcome = finished clean

[timing]
slew_headroom = 0.642
finalHoldViolations = 0
fin_crit_sh = 0.520
timing.setup.tns_ns = 0
fmax_mhz = 79.7
rsz0062_at_grt = false
slew_violations = 0
period_needed_ns = 12.54
setup_viol_count_final = 0
worst_pin_slew_ns = 0.523

[setup_path]
crit_required_ns = 19.28
startpoint_type = input port
crit_chain = clkdlybuf4s50_1 > ha_1 > fa_1 > a21o_1 > a31o_2 > nand3_1 > o221ai_1 > a311oi_1 > o21bai_1 > xor2_1 > clkdlybuf4s50_1
path_class = in -> out
cpMaxStageDelayCell = clkdlybuf4s50_1
cpMostUsedCell = clkdlybuf4s50_1
path_max_fanout = 4
end_kind = primary output
crit_arrival_ns = 7.72
crit_family = AND-OR/OR-AND gates
max_stage_delay_ns = 0.49
cp_num_buf_inv = 2

[finish]
area_growth_syn_to_layout_pct = 57.7
drive_gt1_frac = 0.0307
utilization = 0.503
fillers = 569
clkbuf_count = 0
seq_cells = 0
register_area_um2 = 0
logic_area_mm2 = 0.00168

[synthesis]
syn_inst = 241
netlist_top_cells_area = ha_1 (22%), a21oi_1 (8.3%), a21o_1 (8.2%)
ys_cells = 241
ys_top_cells_by_count = ha_1 (31), a21oi_1 (29), a21o_1 (19)
top_area_cell = ha_1
netlist-cell-type-count = 50
yosys_area_mm2 = 0.00174
yosys_warnings = 0
top_area_frac = 0.222
synth_area_mm2 = 0.00174
synth_area_per_cell_um2 = 7.24
synth_seq_share = 0
synth_top_cell_by_count = ha_1

[routing]
vias = 2079
first_pass_iters = 4
postRouteAntennaNets = 0
antenna_cells = 0
wl_per_cell_um = 14.7
via_per_inst = 5.22
wl_um = 5840
post-route-drc-count = 0
drt_first_iter_violations = 54

[placement]
port_buffers = 96
dp_hpwl_um = 5120
gp_congestion = 0.925

[global_route]
use_met3 = 0.0288
grt_pass1_vias = 2036
grt_pass1_wl_um = 9490
met1_usage = 0.163
top_usage_layer = met2
antenna_found_initial = 0
track_usage = 0.124
grt_max_degree = 11
globalRouteMet2Util = 0.211
gr-total-overflow = 0

[run]
warnings = 32
max_cap_violations = 0

[floorplan]
die_w_um = 95
die.size.y_um = 95
coreArea_mm2 = 0.00547
rows = 27
fp_util = 0.319
dieArea_mm2 = 0.00903
ioPinCount = 96

[power_and_ir_drop]
power_density_mw_per_mm2 = 29.1
power_leakage_nw = 1.18
peakVddDrop_mv = 0.0118

[clocking]
postCtsHoldBufs = 0
post-cts-setup-buffers = 0
cts_resized = 0

[hold_path]
hp-class = in -> out
cell families after synthesis:
| logic type | synth area share |
|---|---|
| AOI/OAI and AO/OA | 0.393 |
| adders and majority gates | 0.234 |
| muxes | 0.0115 |
| xor gates and xnor gates | 0.141 |
| buffers and inverters | 0.0380 |
| and+or+nand+nor | 0.183 |
stage by stage:
step	hold slack (ns)	setup slack, ns	cell area, µm²	total power, mW	std cells
floorplan	9.71	12.63	1740	0.0385	241
global placement	10.68	11.55	2750	0.0809	398
detailed placement	10.69	11.52	2750	0.0809	398
CTS	10.68	11.52	2750	0.0814	398
global route	10.71	11.32	2750	0.0892	398
finish	10.67	11.56	2750	0.0800	398
cell usage in the layout (no fill, tap or decap), types with 2 or more instances in the layout:
cell type / n
clkdlybuf4s50_1: 96
ha_1: 31
a21oi_1: 29
a21o_1: 19
nand2_1: 18
xor2_1: 15
o21ai_0: 13
xnor2_1: 13
nor2_1: 12
nand3_1: 10
nand4_1: 8
inv_1: 6
o21bai_1: 4
nor3_1: 4
or2_2: 3
a211oi_1: 3
o211ai_1: 3
a31oi_1: 3
o21a_1: 2
o221ai_1: 2
nand2b_1: 2
o311ai_1: 2
mux2i_1: 2
a311oi_1: 2
power breakdown:
| part | switching [mW] | internal, mW | total (mW) | leakage, nW |
|---|---|---|---|---|
| clock | 0 | 0 | 0 | 0 |
| sequential | 0 | 0 | 0 | 0 |
| combinational | 0.0318 | 0.0483 | 0.0800 | 1.18 |
worst min-delay path: cells and delay by family:
family	cells	cell delay (ns)
buf+inv	2	0.92
fa+ha+maj	1	0.11
layer usage:
layer	routed length, µm	part of all wire
met5	0	0
met4	29	0.0050
met3	465	0.080
met2	2550	0.44
met1	2800	0.48
worst paths after layout:
kind,startpoint,end,slack (ns),cells past startpoint
max,src1_i[0],sum_o[26],11.56,11
min,src2_i[0],sum_o[0],10.67,3
cell type report:
type,count,share of cell area
inverters,6,0.00819
multi-input cells,224,0.610
well taps,72,0.0327
repair buffers,96,0.349
Power is estimated from default activity; no workload was simulated.
